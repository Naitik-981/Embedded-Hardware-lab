==> flow/design.v <==
module counter(clk, reset, load, inc, d, q);
    parameter N = 16;
    input clk, reset, load, inc;
    input [N-1:0] d;
    output reg [N-1:0] q;   
    always @(posedge clk or negedge reset) begin
        if (!reset) 
            q <= 0;
        else if (load) 
            q <= d;
        else if (inc) 
            q <= q + 1;
    end
endmodule
module fetch(clk, reset, run, cs, pcout, irout, ramout, abus, dbus, out);
    input clk, reset, run;
    output [2:0] cs;
    output [7:0] abus, pcout;
    output [15:0] irout, ramout, dbus, out;
    reg [7:0] abus;
    wire halt, read, write;
    counter #(8) pc0(
        .clk(clk), .reset(reset), .load(1'b0), 
        .inc(cs == 3'b001), .d(8'b0), .q(pcout)
    );
    counter #(16) ir0(
        .clk(clk), .reset(reset), .load(cs == 3'b010), 
        .inc(1'b0), .d(dbus), .q(irout)
    );
    state state0(
        .clk(clk), .reset(reset), .run(run), .halt(halt), .cont(read), .cs(cs)
    );
    ram #(16, 8, 256) ram0(
        .clk(clk), .load(cs == 3'b011 && write), 
        .addr(abus), .d(dbus), .q(ramout)
    );
    counter #(16) obuf0(
        .clk(clk), .reset(reset), .load(cs == 3'b100), 
        .inc(1'b0), .d(dbus), .q(out)
    );
    assign halt  = (irout == 16'h0000);
    assign read  = (irout[15:8] != 8'h00 && irout[7:0] == 8'h00);
    assign write = (!halt && !read);
    always @(*) begin
        if (cs == 3'b001) abus = pcout;
        else if (cs == 3'b011) abus = irout[15:8];
        else abus = 8'hxx;
    end
    assign dbus = (cs == 3'b010 || cs == 3'b100) ? ramout :
                  (cs == 3'b011) ? {8'h00, irout[7:0]} :
                  16'hzzzz;
endmodule
module ram #(parameter WIDTH = 16, ADDR_WIDTH = 12, DEPTH = 4096) (
    input clk, load,
    input [ADDR_WIDTH-1:0] addr,
    input [WIDTH-1:0] d,
    output reg [WIDTH-1:0] q
);
    reg [WIDTH-1:0] mem [0:DEPTH-1];
    always @(posedge clk) begin
        if (load)
            mem[addr] <= d;
        q <= mem[addr];
    end
endmodule
module state(clk, reset, run, cont, halt, cs);
    input clk, reset, run, cont, halt;
    output reg [2:0] cs;  
    always @(posedge clk or negedge reset) begin
        if (!reset)
            cs <= 3'b000;   
        else
            case (cs)
                3'b000: if (run) cs <= 3'b001;
                3'b001: cs <= 3'b010;
                3'b010: cs <= 3'b011;
                3'b011: 
                    if (halt) cs <= 3'b000;
                    else if (cont) cs <= 3'b100;
                    else cs <= 3'b001;
                3'b100: cs <= 3'b001;
                default: cs <= 3'bxxx;  
            endcase
    end
endmodule
==> flow/run.sh <==
#!/bin/bash
# OpenROAD 26Q1-2900-gdf79404cd8, Yosys 0.63+post, stock flow scripts
make -C /OpenROAD-flow-scripts/flow DESIGN_CONFIG=/design/flow/config.mk WORK_HOME=/design/flow/orfs finish
==> flow/config.mk <==
export PLATFORM = sky130hd
export DESIGN_NAME = fetch
export DESIGN_NICKNAME = fetch
export VERILOG_FILES = /design/flow/design.v
export SDC_FILE = /design/flow/constraint.sdc
export NUM_CORES = 4
export LEC_CHECK = 1
export CORE_UTILIZATION = 40
==> flow/constraint.sdc <==
current_design fetch

set clk_period 212.9
set clk_io_pct 0.2

create_clock -name clk0 -period $clk_period [get_ports {clk}]

set non_clock_inputs [all_inputs -no_clocks]
set_input_delay [expr $clk_period * $clk_io_pct] -clock clk0 $non_clock_inputs
set_output_delay [expr $clk_period * $clk_io_pct] -clock clk0 [all_outputs]
==> flow_metrics.py <==
# Generated from Yosys and OpenROAD reports
metrics = {
    "drt": {
        "highest_layer": "met5",
        "wire_per_inst_um": 27.6,
        "vias_per_cell": 5.65,
        "drcViolationCount": 0,
        "num_vias": 100000,
        "route.met3.wl_um": 78700,
        "wl_met2_um": 221000,
        "drtIter0Drc": 7111,
        "ant_nets": 0,
        "drt-total-wl_um": 488000,
        "drt-met1-wl_um": 161000,
        "drt-pass1-iter-count": 12,
    },
    "place": {
        "gp_congestion": 0.972,
        "hpwl_um": 288000,
        "io_buffer_count": 85,
    },
    "cts": {
        "post_cts_buffers": 0,
        "postCtsHoldBufs": 0,
        "htreeDepth": 5,
        "numCtsBuffers": 418,
        "cts_tree": "yes",
        "clkLatencyLatePin_ns": 1.00,
        "clock-sinks": 4155,
        "path_clk_slew_ns": 0.06,
        "root_buffer": "clkbuf_16",
        "cts_resized": 0,
        "clockBufferDepth": 4,
    },
    "setup_path": {
        "worstPathRequired_ns": 170.32,
        "r2r_slack_ns": 204.31,
        "r2r_end": "ram0.q[5]$_DFF_P_",
        "cp_max_fo": 18,
        "critPathArrivalTime_ns": 4.36,
        "critical-path-slowest-cell": "nor2b_4",
        "cp_cell_sequence": "nor3b_2, buf_4, nor2_4, buf_4, nor2b_4, buf_4, clkdlybuf4s50_1",
        "crit_type": "flip-flop to output pin",
        "cp-startpoint": "state0.cs[1]$_DFFE_PN0P_",
        "critPathLaunchType": "flip-flop",
        "rr_startpoint": "state0.cs[0]$_DFFE_PN0P_",
        "r2r_cells": 17,
        "endpoint_kind": "output pin",
        "cpPeakStageDelay_ns": 0.74,
        "cpMostUsedCell": "buf_4",
        "setup.worst_path.end": "dbus[12]",
    },
    "sta": {
        "fin_tns_setup_ns": 0,
        "max_slew_margin_pct": 16.5,
        "fin_crit_sh_pct": 22.0,
        "timing.fmax_ghz": 0.0213,
        "max_slew.worst_pin.slew_ns": 1.25,
        "fin_skew_ns": 0.0799,
        "rsz0062_at_grt": "no",
        "setup_violations": 0,
        "finalHoldViolCount": 0,
        "holdWs_ns": 0.506,
        "period_minus_slack_ns": 46.94,
        "slew_violations": 0,
    },
    "logic_synthesis": {
        "synth_area_sq_um": 161000,
        "ys_cells": 11800,
        "synth_cells": 11800,
        "async_reset_ff_share_pct": 1.03,
        "edf_count": 4096,
        "postSynthSeqShare_pct": 77.0,
        "yosys-stat-area_sq_um": 161000,
        "ys_types": 62,
        "yosysWarnings": 6,
        "yosys_most_used_dff": "edfxtp_1",
        "avgSynthCellArea_sq_um": 13.7,
        "ys.flops": 4155,
    },
    "grt": {
        "grt_pass1_vias": 100000,
        "grt_pass1_wl_um": 701000,
        "grt_overflow_total": 0,
        "antenna_found_initial": 25,
        "track_usage_pct": 26.1,
        "grt_max_degree": 118,
    },
    "power": {
        "clockPowerShare_pct": 24.4,
        "combPwrFrac_pct": 39.5,
        "swShare_pct": 41.5,
        "p_switching_mw": 1.19,
        "powerDensity_nw_per_um2": 15.6,
        "total_leakage_power_nw": 60.2,
        "seqPwrFrac_pct": 36.1,
        "vdd_drop_max_mv": 0.0143,
        "p_int_mw": 1.68,
    },
    "floorplan": {
        "die_y_um": 637,
        "die-area_sq_um": 406000,
        "core_area_sq_um": 401000,
        "die_x_um": 637,
        "ios": 86,
        "fp_util_pct": 40.3,
        "core.rowCount": 232,
    },
    "finish": {
        "seqCellArea_sq_um": 124000,
        "area_growth_pct": 14.0,
        "area.combinational_sq_um": 34400,
        "fillCellCount": 34100,
        "drive_gt1_share_pct": 10.4,
    },
    "run": {
        "drv_cap": 0,
        "openroad.warnings": 50,
    },
    "hold_path": {
        "hp-class": "flip-flop to flip-flop",
    },
    "outcome": {
        "status": "finished, final reports clean",
    },
}
-- worst max-delay path, delay by kind of cell, from the launching register on --
kind / cells / cell delay (ns)
buf+inv: 4 / 1.60
flops: 1 / 0.59
simple gates: 3 / 1.13
-- through the flow --
stage / power (mW) / std cells / area [sq um] / utilization [%] / setup WS, ns
floorplan: 1.68 / 11800 / 161000 / - / 162.41
global placement: 2.17 / 16900 / 171000 / 42.7 / 166.82
detailed placement: 2.17 / 16900 / 171000 / 42.7 / 166.84
CTS: 2.87 / 17700 / 184000 / 45.9 / 165.80
global route: 3.00 / 17700 / 184000 / 45.9 / 165.72
finish: 2.87 / 17700 / 184000 / 45.9 / 165.96
-- worst min-delay path by stage --
stage                           start                      end  slack [ns]  cells past startpoint
CTS            obuf0.q[2]$_DFFE_PN0N_   obuf0.q[2]$_DFFE_PN0N_        0.51                      1
global route  obuf0.q[15]$_DFFE_PN0N_  obuf0.q[15]$_DFFE_PN0N_        0.53                      1
finish         obuf0.q[5]$_DFFE_PN0N_   obuf0.q[5]$_DFFE_PN0N_        0.51                      1
-- power by group through the flow --
| stage | Clock (mW) | Sequential [mW] | Combinational (mW) |
|---|---|---|---|
| CTS | 0.709 | 1.04 | 1.13 |
| global route | 0.741 | 1.04 | 1.22 |
| finish | 0.700 | 1.04 | 1.13 |
-- area by class of cell --
| cell class | count | area share (%) |
|---|---|---|
| multi-input combinational | 6772 | 18.7 |
| antenna | 36 | 0.0489 |
| timing repair buffer | 698 | 3.06 |
| tap | 5265 | 3.58 |
| clock buffer | 520 | 5.92 |
| clock inverter | 247 | 1.10 |
| sequential | 4155 | 67.6 |
| inverter | 12 | 0.0333 |
-- synthesized netlist by cell type, types with 16 or more instances --
cell	count	area [sq um]
o2111ai_1	48	420
or4_1	17	128
nand2b_1	23	144
nand4_1	144	901
nor2_1	308	1160
dfxtp_1	16	320
o211ai_1	43	323
nand3_1	547	2740
mux2i_1	41	410
nor4_1	35	219
edfxtp_1	4096	123000
buf_2	138	691
buf_1	78	293
a31oi_1	222	1390
clkbuf_1	608	2280
a21oi_1	1334	6680
mux2_2	42	473
a32oi_1	157	1380
a221oi_1	243	2130
a2111oi_0	16	140
a22oi_1	193	1450
nand2_1	3096	11600
dfrtp_1	43	1080
a311oi_1	65	569
and3_1	72	450
a21o_1	30	225
-- sequential cells by signal, indices dropped and copies added (netlist names) --
register   flops
ram0.mem    4096
ir0.q         16
obuf0.q       16
ram0.q        16
pc0.q          8
state0.cs      3
-- cells in the final DEF (no fill, tap or decap), drive strengths merged, types with 16 or more instances in the layout --
| cell | synthesis | final |
|---|---|---|
| a2111oi | 16 | 16 |
| a21o | 30 | 30 |
| a21oi | 1335 | 1335 |
| a221oi | 243 | 243 |
| a22oi | 193 | 193 |
| a311oi | 65 | 65 |
| a31oi | 222 | 222 |
| a32oi | 157 | 157 |
| and3 | 72 | 72 |
| buf | 217 | 614 |
| bufinv | 0 | 23 |
| clkbuf | 609 | 520 |
| clkdlybuf4s50 | 0 | 84 |
| clkinv | 1 | 201 |
| dfrtp | 43 | 43 |
| dfxtp | 16 | 16 |
| diode | 0 | 36 |
| edfxtp | 4096 | 4096 |
| inv | 11 | 26 |
| mux2 | 42 | 42 |
| mux2i | 44 | 44 |
| nand2 | 3096 | 3096 |
| nand2b | 23 | 23 |
| nand3 | 548 | 548 |
| nand4 | 144 | 144 |
| nor2 | 308 | 308 |
| nor4 | 36 | 36 |
| o2111ai | 48 | 48 |
| o211ai | 43 | 43 |
| or4 | 17 | 17 |
-- routing by layer --
layer	global-route usage, %	vias up
li1	-	44900
met1	31.6	48900
met2	36.8	5192
met3	18.2	911
met4	11.3	20
met5	0.378	-
-- cell families after synthesis --
| logic type | count (synthesis) | share of synthesized area [%] |
|---|---|---|
| xor gates and xnor gates | 8 | 0.0434 |
| DFF | 4155 | 77.0 |
| AOI/OAI and AO/OA | 2401 | 9.37 |
| muxes | 86 | 0.583 |
| buffers and inverters | 838 | 2.06 |
| adders and majority gates | 1 | 0.00775 |
| and+or+nand+nor | 4276 | 10.9 |
No activity file was given, so power comes from the tool's default toggle rates.
